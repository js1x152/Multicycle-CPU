==> flow/design.v <==
`timescale 1ns / 1ps
module PCV(
input [31:0] nextpc,
input clk,
output reg [31:0] pc);
initial pc = 32'b1100100; 
always @(posedge clk)
    begin
        pc = nextpc;
    end
endmodule
==> flow/run.sh <==
#!/bin/bash
# OpenROAD 26Q1-2900-gdf79404cd8, Yosys 0.63+post, stock flow scripts
make -C /OpenROAD-flow-scripts/flow DESIGN_CONFIG=/design/flow/config.mk WORK_HOME=/design/flow/orfs finish
==> flow/config.mk <==
export PLATFORM = sky130hd
export DESIGN_NAME = PCV
export DESIGN_NICKNAME = PCV
export VERILOG_FILES = /design/flow/design.v
export SDC_FILE = /design/flow/constraint.sdc
export NUM_CORES = 4
export LEC_CHECK = 1
export CORE_AREA = 10 10 80 80
export DIE_AREA = 0 0 90 90
==> flow/constraint.sdc <==
current_design PCV

set clk_period 1.0
set clk_io_pct 0.2

create_clock -name clk0 -period $clk_period [get_ports {clk}]

set non_clock_inputs [all_inputs -no_clocks]
set_input_delay [expr $clk_period * $clk_io_pct] -clock clk0 $non_clock_inputs
set_output_delay [expr $clk_period * $clk_io_pct] -clock clk0 [all_outputs]
==> results.toml <==
# flow metrics
[status]
status = "completed"

[timing]
rsz0062_at_grt = "no"
slew_viol_final = 0
fin_setup_tns_ps = 0
layout_setup_ws_ps = 43.7
period_minus_slack_ps = 956
worst_pin_slew_ps = 61.1
finalHoldViolCount = 0
timing.fmax_mhz = 1050
max_slew_margin = 0.959
setup_violations = 0
period_used_share = 0.956

[logic_synthesis]
yosysWarnings = 1
synth_cells = 32
top_area_frac = 1.00
syn_area_per_cell_um2 = 20.0
yosys-stat-cells = 32
ff_type = "dfxtp_1"
async_reset_ff_frac = 0
top_cells_by_area = "dfxtp_1 100%"
top_cells_by_count = "32 x dfxtp_1"
ys.flops = 32
synth.most_common_cell = "dfxtp_1"
ys_area_um2 = 641
synth.distinct_cells = 1
postSynthSeqShare = 1.00
synth_area_um2 = 641
yosys.area.top_type = "dfxtp_1"
edf_count = 0

[setup_path]
path_cells = "clkdlybuf4s15_1"
slowest_delay_ps = 310
crit_buf_inv = 1
cp_top_family = "flip-flops"
end_kind = "output pin"
arrival_ps = 760
timing_worst_setup_path_type = "flop to output pin"
required_ps = 800
cpMaxStageDelayCell = "dfxtp_2"
worst-path-max-fanout = 1
start_kind = "flop"

[global_routing]
grt_pass1_vias = 561
grt_pass1_wl_um = 3080
globalRouteTotalUtil = 0.0487
grt_max_degree = 10
grt_antenna_before_repair = 0
grt-ovfl-total = 0

[clock_tree]
cts_tree = "built"
cts.path.max_buffers = 2
clock_sinks = 32
cts-htree-levels = 2
clk_pin_slew_ps = 60
cts-root-buf = "clkbuf_8"
cts_buffers = 5

[place]
port_buffers = 64
place_congestion = 0.639
dp_slack_ps = 32.1

[route]
num_vias = 490
dr.pass1.iters = 2
diodes = 0
wirelength_um = 2030
first_iter_violations = 4
vias_per_cell = 2.88
wl_per_cell_um = 11.9
remaining_drc_errors = 0
antenna_left = 0

[flow_run]
openroad.warnings = 25
drv_cap = 0

[pwr]
p_leak_nw = 0.589
power_density_nw_per_um2 = 1790
ir_worst_vdd_uv = 967

[die]
die_h_um = 90
io_pins = 65
initial_utilization = 0.136
core-area_um2 = 4720
floorplan.rows = 25
die_w_um = 90
chipArea_um2 = 8100

[final_layout]
synthToLayoutAreaGrowth_pct = 125
largest_reg_flops = 32
drive_gt1_frac = 0.204
combGateArea_um2 = 0
num-multi-input-gates = 0

[min_path]
hold_class = "input port to flop"
## worst paths after layout
check / end / depth (start not counted) / startpoint / slack (ps)
setup / recovery: pc[13] / 1 / pc[13] / 40
hold / removal: pc[3] / 1 / nextpc[3] / 360
## timing repair
item	CTS	global route
gates resized	66	12
hold buffers	0	0
setup buffers	0	0
setup endpoints to repair	32	11
pin swaps	0	0
## layout by cell type, fill, tap and decap left out
master,count
dfxtp_1,24
clkbuf_2,6
clkbuf_8,7
dfxtp_2,8
clkdlybuf4s15_1,26
clkdlybuf4s50_1,32
## report_power, final
group | internal [mW] | switching (mW)
combinational | 0.176 | 0.0261
sequential | 1.35 | 0.0156
clock | 0.611 | 0.403
## cell families after synthesis
kind of cell / after synthesis / synth area share
flops: 32 / 1.00
## layer usage
layer	wire length [µm]	global-route usage
met5	0	0
met4	29	0.00796
met3	491	0.0587
met2	691	0.0599
met1	815	0.0528
## layout make-up
| type | instances | area (µm²) |
|---|---|---|
| well taps | 67 | 83.8 |
| repair buffers | 64 | 611 |
| flip-flops and latches | 32 | 651 |
| clock buffers | 7 | 96.3 |
| fillers | 477 | 3280 |
## per-stage QoR
stage,area [µm²],cells,hold WS [ps],total power [mW],util
2_1_floorplan,641,32,228,1.37,-
3_3_place_gp,1370,163,650,1.63,0.289
3_5_place_dp,1370,163,652,1.63,0.289
4_1_cts,1460,170,348,2.64,0.310
5_1_grt,1440,170,340,2.71,0.305
6_report,1440,170,360,2.58,0.305
No activity file was given, so power comes from the tool's default toggle rates.
