File: flow/design.v
`timescale 1ns / 1ps
module ALU(
    input [31:0] eqa,
    input [31:0] b,
    input [3:0] ealuc,
    output reg [31:0] r);
    always @(*) begin
        case(ealuc)
            4'b0010:     
                begin
                    r = eqa + b;
                end
            4'b0000:     
                begin
                    r = eqa & b;
                end
            4'b0110:     
                begin
                    r = eqa - b;
                end
            4'b1001:     
                begin
                    r = eqa ^ b;
                end
            4'b0001:     
                begin
                    r = eqa | b;
                end
            default:
            begin
                r = 32'bx;
            end
        endcase
    end
endmodule
`timescale 1ns / 1ps
module ALU_mult(
    input [31:0] eqb,
    input [31:0] eimm32,
    input ealuimm,
    output reg [31:0] b);
    always @(*) begin
        if (ealuimm == 1'b0)
            b = eqb;
        else
            b = eimm32;
    end
endmodule
`timescale 1ns / 1ps
module ControlUnit(
    input [5:0] op,
    input [5:0] func,
    input [4:0] rs,
    input [4:0] rt,
    input [4:0] mdestReg,
    input mm2reg,
    input mwreg,
    input [4:0] edestReg,
    input em2reg,
    input ewreg,
    output reg wreg,
    output reg m2reg,
    output reg wmem,
    output reg [3:0] aluc,
    output reg aluimm,
    output reg regrt,
    output reg [1:0] fwda,
    output reg [1:0] fwdb);
    initial begin
        fwda = 2'b00;
        fwdb = 2'b00;
    end
    always @(*) begin
        if (rs == edestReg) fwda = 2'b01;
        if (rt == edestReg) fwdb = 2'b01;
        if (rs == mdestReg) fwda = 2'b10;
        if (rt == mdestReg) fwdb = 2'b10;
        case (op)
        6'b000000:  
        begin
            case (func)
                6'b100000:  
                begin
                    wreg = 1'b1;
                    m2reg = 1'b0;
                    wmem = 1'b0;
                    aluc = 4'b0010;
                    aluimm = 1'b0;
                    regrt = 1'b0;
                end  
                6'b100010:  
                begin
                    wreg = 1'b1;
                    m2reg = 1'b0;
                    wmem = 1'b0;
                    aluc = 4'b0110;
                    aluimm = 1'b0;
                    regrt = 1'b0;
                end
                6'b100100:  
                begin
                    wreg = 1'b1;
                    m2reg = 1'b0;
                    wmem = 1'b0;
                    aluc = 4'b0000;
                    aluimm = 1'b0;
                    regrt = 1'b0;
                end
                6'b100101:  
                begin
                    wreg = 1'b1;
                    m2reg = 1'b0;
                    wmem = 1'b0;
                    aluc = 4'b0001;
                    aluimm = 1'b0;
                    regrt = 1'b0;
                end
                6'b100110:  
                begin 
                    wreg = 1'b1;
                    m2reg = 1'b0;
                    wmem = 1'b0;
                    aluc = 4'b1001;
                    aluimm = 1'b0;
                    regrt = 1'b0;
                end
                default:
                begin
                    wreg = 1'bx;
                    m2reg = 1'bx;
                    wmem = 1'bx;
                    aluc = 4'bxxxx;
                    aluimm = 1'bx;
                    regrt = 1'bx;
                 end
             endcase
        end
        6'b100011:  
        begin 
            wreg = 1'b1;
            m2reg = 1'b1;
            wmem = 1'b0;
            aluc = 4'd2;  
            aluimm = 1'b1;
            regrt = 1'b1; 
        end 
        default:
        begin
            wreg = 1'bx;
            m2reg = 1'bx;
            wmem = 1'bx;
            aluc = 4'bxxxx;
            aluimm = 1'bx;
            regrt = 1'bx;
        end
 endcase 
 end          
endmodule
`timescale 1ns / 1ps
module Data_Memory(
    input [31:0] mr,
    input [31:0] mqb,
    input mwmem,
    input clock,
    output reg [31:0] mdo);
    reg [31:0] memory [0:63];
    initial begin
        memory[0] = {4'hA, 20'h0, 4'hA, 4'hA};
        memory[1] = {4'h1, 20'h0, 4'h1, 4'h1};
        memory[2] = {4'h2, 20'h0, 4'h2, 4'h2};
        memory[3] = {4'h3, 20'h0, 4'h3, 4'h3};
        memory[4] = {4'h4, 20'h0, 4'h4, 4'h4};
        memory[5] = {4'h5, 20'h0, 4'h5, 4'h5};
        memory[6] = {4'h6, 20'h0, 4'h6, 4'h6};
        memory[7] = {4'h7, 20'h0, 4'h7, 4'h7};
        memory[8] = {4'h8, 20'h0, 4'h8, 4'h8};
        memory[9] = {4'h9, 20'h0, 4'h9, 4'h9};  
    end
    always @(*) begin
        mdo = memory[mr[7:2]];
    end
    always @(negedge clock) begin
        if (mwmem == 1'b1)
            memory[mr[7:2]] = mqb;
    end       
endmodule
`timescale 1ns / 1ps
module Datapath(
    input clk,
    output [4:0] rs,
    output [4:0] rt,
    output [31:0] wbData,
    output [31:0] qa,
    output [31:0] qb,
    output wwreg,
    output wm2reg,
    output [4:0] wdestReg,
    output [31:0] wr,
    output [31:0] wdo
    );
    wire [31:0] nextpc, instOut;                         
    wire [31:0] fwdao,dinstOut,fwdbo,imm32;                
    wire wreg,m2reg,wmem,aluimm,regert;
    wire [3:0] aluc;
    wire [1:0] fwdb,fwda;
    wire [4:0] rn;                  
    wire ewreg,em2reg,ewmem,ealuimm;                       
    wire [3:0] ealuc;
    wire [31:0] eimm32,eqb,b,eqa,r;
    wire [4:0] ern;
    wire mwreg,mm2reg,mwmem;                               
    wire [31:0] mqb,mr,mdo;
    wire [4:0] mrn;
    wire[31:0] pc;
    PC pcm(nextpc, clk, pc);                         
    InstructionMem IMEM(pc, instOut);
    PC_Adder pca(pc, nextpc);
    IFIDreg idifbus(instOut, clk, dinstOut);
    wire[5:0] op = dinstOut[31:26];
    assign rs = dinstOut[25:21];
    assign rt = dinstOut[20:16];
    wire[4:0] rd = dinstOut[15:11];
    wire[5:0] funct = dinstOut[5:0];
    wire[15:0] imm = dinstOut[15:0];
    ControlUnit cu (op,funct,rs,rt,mrn,mm2reg,mwreg,ern,em2reg,ewreg,wreg,m2reg,wmem,aluc,aluimm,regrt,fwda,fwdb);   
    RegRtmp mulrt(rt,rd,regrt,rn);
    Fwd_mult_A fwdA(qa, r, mr, mdo, fwda, fwdao);
    Fwd_mult_B fwdB(qb, r, mr, mdo, fwdb, fwdbo);
    ImmExt Iext(imm,imm32);
    IDEXE iebus(wreg,m2reg,wmem,aluc,aluimm,rn,fwdao,fwdbo,imm32,clk,ewreg,em2reg,ewmem,ealuc,ealuimm,ern,eqa,eqb,eimm32);
    ALU_mult multalu(eqb,eimm32,ealuimm,b);                                                                        
    ALU alu(eqa,b,ealuc,r);
    EXE_MEM_reg embus(ewreg,em2reg,ewmem,ern,r,eqb,clk,mwreg,mm2reg,mwmem,mrn,mr,mqb);
    Data_Memory dm(mr,mqb,mwmem,clk,mdo);                                                                          
    MEM_WB_reg mwbus(mwreg,mm2reg,mrn,mr,mdo,clk,wwreg,wm2reg,wdestReg,wr,wdo);
    WB_multiplexer wbmult(wr,wdo,wm2reg,wbData);                                                                   
    RegiFile rf(rs,rt,wdestReg,wbData,wwreg,~clk,qa,qb);                                                                   
endmodule
`timescale 1ns / 1ps
module EXE_MEM_reg(
    input ewreg,
    input em2reg,
    input ewmem,
    input [4:0] edestReg,
    input [31:0] r,
    input [31:0] eqb,
    input clock,
    output reg mwreg,
    output reg mm2reg,
    output reg mwmem,
    output reg [4:0] mdestReg,
    output reg [31:0] mr,
    output reg [31:0] mqb);
    always @(posedge clock) begin
        mwreg = ewreg;
        mm2reg = em2reg;
        mwmem = ewmem;
        mdestReg = edestReg;
        mr = r;
        mqb = eqb;
    end
endmodule
`timescale 1ns / 1ps
module Fwd_mult_A(
    input [31:0] qa,
    input [31:0] r,
    input [31:0] mr,
    input [31:0] mdo,
    input [1:0] fwda,
    output reg [31:0] fwdao);
    always @(*) begin 
        case (fwda)
            2'b00:
            begin
                fwdao = qa;
            end
            2'b01:
            begin
                fwdao = r;
            end
            2'b10:
            begin
                fwdao = mr;
            end
            2'b11:
            begin
                fwdao = mdo;
            end
        endcase
    end
endmodule
`timescale 1ns / 1ps
module Fwd_mult_B(
    input [31:0] qb,
    input [31:0] r,
    input [31:0] mr,
    input [31:0] mdo,
    input [1:0] fwdb,
    output reg [31:0] fwdbo);
    always @(*) begin 
        case (fwdb)
            2'b00:
            begin
                fwdbo = qb;
            end
            2'b01:
            begin
                fwdbo = r;
            end
            2'b10:
            begin
                fwdbo = mr;
            end
            2'b11:
            begin
                fwdbo = mdo;
            end
        endcase
    end
endmodule
`timescale 1ns / 1ps
module IDEXE(
    input wreg,
    input m2reg,
    input wmem,
    input [3:0] aluc,
    input aluimm,
    input [4:0] destReg,
    input [31:0]qa,
    input [31:0]qb,
    input [31:0] imm32,
    input clk,
    output reg ewreg,
    output reg em2reg,
    output reg ewmem,
    output reg [3:0] ealuc,
    output reg ealuimm,
    output reg [4:0] edestReg,
    output reg [31:0] eqa,
    output reg [31:0] eqb,
    output reg [31:0] eimm32);
    always @(posedge clk) begin
        ewreg = wreg;
        em2reg = m2reg;
        ewmem = wmem;
        ealuc = aluc;
        ealuimm = aluimm;
        edestReg = destReg;
        eqa = qa;
        eqb = qb;
        eimm32 = imm32;
    end
endmodule
`timescale 1ns / 1ps
module IFIDreg(
    input [31:0] instOut,
    input clk,
    output reg [31:0] dinstOut);
    always @ (posedge clk) 
    begin 
        dinstOut = instOut;
    end
endmodule
`timescale 1ns / 1ps
module ImmExt(
    input [15:0] imm,
    output reg [31:0] imm32);
    always @(*) begin
        imm32 = { {16{imm[15]}}, imm[15:0]};
    end
endmodule
`timescale 1ns / 1ps
module InstructionMem(
    input [31:0] pc,
    output reg [31:0] instOut
    );
    reg [31:0] memory [0:63];
    initial begin
        memory[25] = {6'b000000, 5'b00001, 5'b00010, 5'b00011, 5'b00000, 6'b100000};                
        memory[26] = {6'b000000, 5'b01001, 5'b00011, 5'b00100, 5'b00000, 6'b100010};                
        memory[27] = {6'b000000, 5'b00011, 5'b01001, 5'b00101, 5'b00000, 6'b100101};                
        memory[28] = {6'b000000, 5'b00011, 5'b01001, 5'b00110, 5'b00000, 6'b100110};                
        memory[29] = {6'b000000, 5'b00011, 5'b01001, 5'b00111, 5'b00000, 6'b100100};                
    end
    always @(*) begin
        instOut = memory[pc[7:2]];
    end
endmodule
`timescale 1ns / 1ps
module MEM_WB_reg(
    input mwreg,
    input mm2reg,
    input [4:0] mdestReg,
    input [31:0] mr,
    input [31:0] mdo,
    input clock,
    output reg wwreg,
    output reg wm2reg,
    output reg [4:0] wdestReg,
    output reg [31:0] wr,
    output reg [31:0] wdo);
    always @(posedge clock) begin
        wwreg = mwreg;
        wm2reg = mm2reg;
        wdestReg = mdestReg;
        wr = mr;
        wdo = mdo;
    end
endmodule
`timescale 1ns / 1ps
module PC(
    input [31:0] nextpc,
    input clk,
    output reg [31:0] pc
    );
    initial pc = 32'd100; 
    always @(posedge clk)
    begin
        pc = nextpc;
    end
endmodule
`timescale 1ns / 1ps
module PC_Adder(
    input [31:0] pc,
    output reg [31:0] nextpc);
    always @(*) begin
        nextpc = pc + 32'd4;  
    end   
endmodule
`timescale 1ns / 1ps
module RegRtmp(
    input [4:0] rt,
    input [4:0] rd,
    input regrt,
    output reg [4:0] destReg);
    always @(*) begin 
        if (regrt == 1'b0)
            destReg = rd;
        else
            destReg = rt;
    end
endmodule
`timescale 1ns / 1ps
module RegiFile(
    input [4:0] rs,
    input [4:0] rt,
    input [4:0] wdestReg,
    input [31:0] wbData,
    input wwreg,
    input clk,
    output reg [31:0] qa,
    output reg [31:0] qb);
    reg [31:0] registers [0:31];
    integer i;
    initial
    begin
        for(i = 0; i < 32; i = i+1)
        begin
            registers[i] = 32'b0;
        end
    end
    always @(negedge clk) begin
        if( wwreg == 1'b1)
            registers[wdestReg] = wbData;
    end
    always @(*) begin
        qa = registers[rs];  
        qb = registers[rt];  
    end   
endmodule
`timescale 1ns / 1ps
module WB_multiplexer(
    input [31:0] wr,
    input [31:0] wdo,
    input wm2reg,
    output reg [31:0] wbData
    );
    always @(*) begin
        if(wm2reg == 1'b0) 
            wbData = wr;
        else
            wbData = wdo;
    end
endmodule
File: flow/constraint.sdc
current_design Datapath

set clk_period 10.4
set clk_io_pct 0.2

create_clock -name clk0 -period $clk_period [get_ports {clk}]

set non_clock_inputs [all_inputs -no_clocks]
set_input_delay [expr $clk_period * $clk_io_pct] -clock clk0 $non_clock_inputs
set_output_delay [expr $clk_period * $clk_io_pct] -clock clk0 [all_outputs]
File: flow/config.mk
export PLATFORM = sky130hd
export DESIGN_NAME = Datapath
export DESIGN_NICKNAME = Datapath
export VERILOG_FILES = /design/flow/design.v
export SDC_FILE = /design/flow/constraint.sdc
export NUM_CORES = 4
export LEC_CHECK = 1
export CORE_UTILIZATION = 50
export SYNTH_MEMORY_MAX_BITS = 65536
File: flow/run.sh
#!/bin/bash
# OpenROAD 26Q1-2900-gdf79404cd8, Yosys 0.63+post, stock flow scripts
make -C /OpenROAD-flow-scripts/flow DESIGN_CONFIG=/design/flow/config.mk WORK_HOME=/design/flow/orfs finish
==> results.py <==
# Physical implementation metrics
metrics = {
    "timing": {
        "untimed_endpoints": 4,
        "finalWorstPathRequiredPeriod_ns": 4.81,
        "unclocked_regs": 4,
        "finalHoldViolCount": 0,
        "tightestPinTransition_ns": 1.09,
        "max_freq_ghz": 0.208,
        "finish_stage_setup_viols": 0,
        "setup_slack_ns": 5.59,
        "setup_total_neg_slack_ns": 0,
        "timing.slew.headroom_pct": 27.3,
        "clock-skew-final_ns": 0.0152,
        "post-route-period-util_pct": 46.2,
        "number_of_slew_limit_violations_in_the_final_report": 0,
        "rsz0062_at_grt": "no",
    },
    "global_route": {
        "grt_pass1_wl_um": 61500,
        "vias_in_the_first_global_route": 10200,
        "gr-total-overflow": 0,
        "grt_max_degree": 58,
        "global_route.usage.total_pct": 28.7,
        "antenna_found_initial": 0,
    },
    "drt": {
        "drc_errors": 0,
        "wirelength_um": 39800,
        "vias_per_cell": 5.64,
        "vias": 10300,
        "drtIter0Drc": 628,
        "drt-pass1-iter-count": 5,
        "route.antenna.diode_count": 0,
        "route.detailed.wl_per_inst_um": 21.8,
        "final_antenna_net_count": 0,
    },
    "synth": {
        "yosys-stat-cells": 1335,
        "synthesis.area_per_instance_um2": 11.1,
        "post_synth_instance_area_um2": 14800,
        "top_cells_by_area": "edfxtp_1 (26%), dfxtp_1 (21%), ha_1 (8.5%), mux4_2 (8.1%), buf_4 (3.8%)",
        "post_synth_most_frequent_cells": "dfxtp_1 (155), edfxtp_1 (128), ha_1 (100)",
        "top_area_share_pct": 26.0,
        "postSynthCellCount": 1335,
        "synth_cell_types": 66,
        "synth-async-reset-ratio_pct": 0,
        "ys_ff": 287,
        "library_cell_with_the_largest_summed_area_after_synthesis": "edfxtp_1",
        "postSynth.topFlopCell": "dfxtp_1",
        "enable_flop_cells": 128,
        "synth-area-yosys_um2": 14800,
        "yosys_warnings": 18,
        "post_synthesis_cell_type_with_the_largest_instance_count": "dfxtp_1",
    },
    "die": {
        "die_h_um": 174,
        "design.die.area_um2": 30200,
        "die_w_um": 174,
        "row_count": 62,
        "ioPinCount": 178,
        "initial_util_pct": 51.2,
        "area_of_the_core_um2": 28900,
    },
    "run_status": {
        "status": "complete, no violations",
    },
    "clocking": {
        "hold_buffers": 0,
        "postCtsResizedCells": 0,
        "postCtsSetupRepairBufs": 0,
        "clock_tree.htree_level_count": 1,
        "root_buffer": "clkbuf_16",
        "path_clk_slew_ns": 0.07,
        "ctsLongestPathBuffers": 3,
        "clock_buffers_created_by_tritoncts": 29,
        "cts_tree": "yes",
        "clock_latency_ns": 0.54,
    },
    "placement": {
        "post_dp_cell_area_um2": 16200,
        "gp_congestion": 0.930,
        "worst_slack_at_placement_ns": 5.87,
        "buffer_ports.inserted": 148,
        "dp_hpwl_um": 28200,
    },
    "worst_hold_path": {
        "capture_endpoint_of_the_worst_hold_path": "iebus.edestReg[0]$_DFF_P_",
        "hold_start": "idifbus.dinstOut[11]$_DFF_P_",
        "hold_path.class": "reg -> reg",
        "holdPathStages": 0,
    },
    "finish": {
        "layout-drive-gt1-share_pct": 9.86,
        "fin_area_um2": 17200,
        "sequential_cell_area_um2": 7020,
        "flow.area_growth_from_synthesis_pct": 16.3,
        "multiInputGateArea_um2": 6720,
        "n_fill_cell": 2348,
    },
    "power": {
        "worst_ir_drop_vdd_mv": 0.145,
        "powerDensity_nw_per_um2": 129,
        "static-leakage-power_nw": 6.45,
    },
    "worst_setup_path": {
        "path_class": "reg -> out",
        "worstSetupEndpointType": "output pin",
        "r2r_setup_slack_ns": 5.85,
        "critical_path_arrival_ns": 2.73,
        "r2r_cells": 16,
        "worst-path-max-fanout": 35,
        "start_kind": "flip-flop",
        "r2r-start": "iebus.eqb[4]$_DFF_P_",
        "crit-reg2reg-capture": "iebus.eqa[31]$_DFF_P_",
        "cp_data_required_time_ns": 8.32,
    },
    "job": {
        "maxCapViolations": 0,
        "openroad.warnings": 61,
    },
}
state kept, by name, summed over array words and instances (netlist names):
| register | flops |
|---|---|
| mwbus.wdo | 3 |
| iebus.edestReg | 3 |
| pcm.pc | 3 |
| iebus.eqb | 32 |
| embus.mr | 32 |
| mwbus.wr | 32 |
| idifbus.dinstOut | 8 |
| cu.fwdb | 2 |
| iebus.ealuc | 4 |
| iebus.eqa | 32 |
| cu.fwda | 2 |
| embus.mdestReg | 3 |
| rf.registers | 128 |
| mwbus.wdestReg | 3 |
area by class of cell:
type / count / area share (%)
Sequential cell: 287 / 40.8
Clock buffer: 36 / 4.99
Clock inverter: 17 / 0.867
Timing Repair Buffer: 167 / 9.46
Inverter: 89 / 1.95
Multi-Input combinational cell: 844 / 39.1
Tap cell: 384 / 2.80
worst max-delay path: stages, from the launching register on:
cell and delay (ns):
dfxtp_2 0.31, buf_4 0.57, mux4_2 0.60, nor2b_1 0.19, clkdlybuf4s50_1 0.50
layout by cell type (no fill, tap or decap), drive strengths merged, types with 9 or more instances in the layout:
cell and instances:
nor2 75, a22oi 24, edfxtp 128, clkbuf 36
nand2 70, o21ai 76, o221ai 9, nor3 23
xnor2 45, nand4 10, xor2 21, clkinv 12
dfxtp 155, nor2b 39, nand3 14, a21oi 72
a21o 17, ha 100, buf 19, a31oi 17
mux4 53, inv 92, clkdlybuf4s50 148, conb 29
mux2i 41
routing by layer:
layer	up-vias	share of wire, %	global-route usage (%)
met5	-	0	0
met4	0	1.5	3.73
met1	4907	44	47.1
met3	42	12	12.3
met2	472	42	38.8
li1	4874	-	-
where the power goes:
part | switching [W] | internal [W]
clock | 0.000448 | 0.000617
combinational | 0.000000235 | 0
sequential | 0 | 0.00115
total | 0.000448 | 0.00177
cells by family after synthesis:
| group | after synthesis | synth area share [%] |
|---|---|---|
| compound gates | 271 | 11.6 |
| xor+xnor | 66 | 3.97 |
| fa+ha+maj | 101 | 8.61 |
| buf+inv | 231 | 7.86 |
| flops | 283 | 47.0 |
| latches | 4 | 0.407 |
| mux | 94 | 10.9 |
| other cells | 2 | 0.0509 |
| simple gates | 283 | 9.56 |
through the flow:
| step | instances | util [%] | hold WS [ns] | power, W |
|---|---|---|---|---|
| final | 1824 | 59.5 | 0.329 | 0.00222 |
| after global routing | 1824 | 59.5 | 0.335 | 0.00228 |
| after CTS | 1824 | 59.5 | 0.329 | 0.00223 |
| after detailed placement | 1771 | 56.0 | 0.314 | 0.00118 |
| after global placement | 1771 | 56.0 | 0.314 | 0.00118 |
| after floorplan | 1362 | - | 0.310 | 0.00118 |
how the worst max path moves through the flow:
stage	to	startpoint	cells past startpoint
after CTS	qb[15]	idifbus.dinstOut[17]$_SDFF_PP0_	4
after global routing	qb[8]	idifbus.dinstOut[17]$_SDFF_PP0_	4
final	qb[15]	idifbus.dinstOut[17]$_SDFF_PP0_	4
Power and IR drop assume default switching activity.
